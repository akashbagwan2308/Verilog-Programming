--- flow/config.mk ---
export PLATFORM = sky130hd
export DESIGN_NAME = BDC_counter
export DESIGN_NICKNAME = BDC_counter
export VERILOG_FILES = /design/flow/design.v
export SDC_FILE = /design/flow/constraint.sdc
export NUM_CORES = 4
export LEC_CHECK = 1
export CORE_AREA = 10 10 70 70
export DIE_AREA = 0 0 80 80
--- flow/constraint.sdc ---
current_design BDC_counter

set clk_period 1.4
set clk_io_pct 0.2

create_clock -name clk0 -period $clk_period [get_ports {clk}]

set non_clock_inputs [all_inputs -no_clocks]
set_input_delay [expr $clk_period * $clk_io_pct] -clock clk0 $non_clock_inputs
set_output_delay [expr $clk_period * $clk_io_pct] -clock clk0 [all_outputs]
--- flow/run.sh ---
#!/bin/bash
# OpenROAD 26Q1-2900-gdf79404cd8, Yosys 0.63+post, stock flow scripts
make -C /OpenROAD-flow-scripts/flow DESIGN_CONFIG=/design/flow/config.mk WORK_HOME=/design/flow/orfs finish
--- flow/design.v ---
`timescale 1ns / 1ps
module BDC_counter(clk,rst,dout);
input clk;
input rst;
output [3:0] dout;
reg [3:0] dout;
always @(posedge clk or posedge rst)
begin
if(rst)
dout <= 4'b0000;
else if (dout == 4'b1001)
dout <=4'b0000;
else
dout <= dout +1;
end
endmodule
==> impl_metrics.ini <==
; implementation run metrics
[run_status]
status = complete, no violations

[clock_tree]
cts_tree = yes
clkSinkCount = 4
path_clk_slew_ps = 40
root_buffer = clkbuf_4
holdBufCountCts = 0
cts_max_level = 1
numCtsBuffers = 3
clock.latency.late_pin_ps = 230
cts_buffer_depth = 2

[final_timing]
finalCritPeriodShare_pct = 94.5
slew_violations = 0
relSlewSlack_pct = 90.4
setup_tns_ps = 0
rsz0062_at_grt = no
min_period_ps = 1320
hold_viol = 0
setup_violations = 0
fin_skew_ps = 2.69
max_freq_mhz = 756
worstMarginPinSlew_ps = 140
hold-worst-slack_ps = 249

[setup_path]
r2r_end = dout[3]$_DFF_PP0_
path_cells = clkdlybuf4s50_1
start_kind = flip-flop
cp.arrival_ps = 1040
crit_path_top_delay_cell = clkdlybuf4s50_1
r2r-start = dout[2]$_DFF_PP0_
critPathMaxStageDelay_ps = 470
path_class = reg -> out
reg2reg_depth = 4
path_delay_family = buffers and inverters
critPathMaxFanout = 2
reg2reg_setup_slack_ps = 370
worst-path-buf-inv = 1
required_ps = 1120
crit_path_end_kind = output pin

[route]
vias = 148
routed_via_density = 2.00
wl_per_cell_um = 6.58
ant_nets = 0
first_iter_violations = 2
postRouteWirelength_um = 487
drcViolationCount = 0
first_pass_iters = 2
num_antenna_cells = 0

[yosys]
avgSynthCellArea_um2 = 10.6
postSynthCellCount = 16
ys_ff = 4
yosysUniqueCellTypes = 9
ys_warn_count = 1
syn_area_um2 = 169
yosysCellCount = 16
yosys_area_um2 = 169
synth_seq_share_pct = 59.3

[cells_and_area]
drive_gt1_share_pct = 25.0
reg_top3 = dout (4)
final_cell_mix = clkdlybuf4s50_1 (5), inv_1 (4), dfrtp_1 (4), buf_4 (4), clkbuf_4 (3)
largest_reg_flops = 4
top_register = dout
stdcell_count = 74
fin_area_um2 = 329
syn_to_final_growth_pct = 94.8
final_common_cell = clkdlybuf4s50_1

[hold_path]
hp-class = in -> async

[power_and_ir_drop]
p_sw_w = 0.0000453
switching_share_pct = 17.4
p_leak_nw = 0.136
p_clk_share_pct = 53.2
power.density_nw_per_um2 = 790
peakVddDrop_mv = 0.118
p_seq_share_pct = 44.8
pwr-share-comb_pct = 2.0
internal_power_w = 0.000215

[global_routing]
grt_overflow = 0
grt_pass1_wl_um = 793
grt_usage_pct = 1.69
grt_pass1_vias = 176
grt_max_degree = 7
antenna_found_initial = 0

[place]
dpl-instance-area_um2 = 277
gp_congestion = 0.652
port_buffers = 5
dp.cells = 67
dp_hpwl_um = 334

[floorplan]
fp_util_pct = 4.95
io_pins = 6
die_x_um = 80
rows = 21
dieArea_um2 = 6400
fp.dieH_um = 80
core-area_um2 = 3420

[run]
drv_cap = 0
warnings = 25
[how the worst max path moves through the flow]
stage / from / end / slack [ps] / cells after the start
finish: dout[2]$_DFF_PP0_ / dout[2] / 80 / 1
CTS: dout[3]$_DFF_PP0_ / dout[3] / 20 / 1
global route: dout[0]$_DFF_PP0_ / dout[0] / 30 / 1
[cells in the mapped netlist, drive strengths merged]
cell type | instances | area share (%)
nand3b | 1 | 4.4
o21ai | 3 | 8.9
xnor2 | 1 | 5.2
nand2 | 1 | 2.2
inv | 4 | 8.9
a22o | 1 | 5.2
mux2i | 1 | 5.9
dfrtp | 4 | 59
[cells by family (layout without fill, tap and decap cells)]
| family | after synthesis | count (layout) | synth area share [%] |
|---|---|---|---|
| muxes | 1 | 1 | 5.93 |
| AOI/OAI and AO/OA | 4 | 4 | 14.1 |
| and+or+nand+nor | 2 | 2 | 6.67 |
| DFF | 4 | 4 | 59.3 |
| buffers and inverters | 4 | 16 | 8.89 |
| xor gates and xnor gates | 1 | 1 | 5.19 |
[metrics by stage]
| stage | setup WS (ps) | power, W | util (%) |
|---|---|---|---|
| finish | 77.7 | 0.000260 | 9.63 |
| global route | 27.4 | 0.000281 | 9.63 |
| CTS | 22.5 | 0.000271 | 9.41 |
| detailed placement | 201 | 0.000123 | 8.10 |
| floorplan | 532 | 0.000120 | - |
| global placement | 226 | 0.000123 | 8.10 |
[cell type report]
class | instances | area, um^2
Clock buffer | 3 | 22.5
Fill cell | 401 | 3090
Inverter | 4 | 15.0
Multi-Input combinational cell | 8 | 53.8
Sequential cell | 4 | 100
Tap cell | 46 | 57.6
Timing Repair Buffer | 9 | 80.1
[timing repair]
action	in CTS	in global routing
setup buffers	3	1
setup endpoints to repair	3	1
gates resized	0	0
[layer usage]
metal	up-vias	wire length [um]	GRT usage, %
met5	-	0	0
met4	0	0	0.528
met3	0	108	2.27
met2	6	145	1.69
met1	66	233	1.93
li1	76	-	-
[power groups by stage]
stage,clock network [W],registers [W],logic (W)
6_report,0.000138,0.000116,0.00000530
4_1_cts,0.000150,0.000116,0.00000552
5_1_grt,0.000159,0.000116,0.00000599
Power figures rest on the tool's default switching activity, not on a simulated workload.
