==> design.v <==
`timescale 1ns / 1ps
module counter_1(clk,rst,count);
input clk,rst;
output reg[7:0] count;
always@(posedge clk or negedge rst)
begin 
if(!rst)
count<=0;
else
count<=count+1;
end
endmodule
==> run.sh <==
#!/bin/bash
# OpenROAD 26Q1-2900-gdf79404cd8, Yosys 0.63+post, stock flow scripts
make -C /OpenROAD-flow-scripts/flow DESIGN_CONFIG=/design/flow/config.mk WORK_HOME=/design/flow/orfs finish
==> config.mk <==
export PLATFORM = sky130hd
export DESIGN_NAME = counter_1
export DESIGN_NICKNAME = counter_1
export VERILOG_FILES = /design/flow/design.v
export SDC_FILE = /design/flow/constraint.sdc
export NUM_CORES = 4
export LEC_CHECK = 1
export CORE_AREA = 10 10 70 70
export DIE_AREA = 0 0 80 80
==> constraint.sdc <==
current_design counter_1

set clk_period 2.1
set clk_io_pct 0.2

create_clock -name clk0 -period $clk_period [get_ports {clk}]

set non_clock_inputs [all_inputs -no_clocks]
set_input_delay [expr $clk_period * $clk_io_pct] -clock clk0 $non_clock_inputs
set_output_delay [expr $clk_period * $clk_io_pct] -clock clk0 [all_outputs]
==> CHANGELOG.md <==
### Implementation results

- Status: finished, final reports clean
- Total congestion overflow: 0
- Port Buffers: 9
- CTS Buf Count: 3
- Yosys synthesis chip area: 316.6 um^2
- Die area: 0.006400 mm^2
- Setup repair after global routing missed its margin: false
- Final ANT Viol Nets: 0
- Place WS: 0.7498 ns
- H-Tree Level Count: 1
- Max_cap viols: 0
- Crit. End Element: primary output
- Setup CP Type: reg -> out
- Total Routing Usage GR: 0.02469
- Final number of hold-violating endpoints: 0
- CTS hold repair buffers: 0
- Max VDD drop: 0.2547 mV
- Drt drc: 0
- Io pins: 10
- Clk latency of the worst-skew pair: 0.25 ns
- Slowest Stage Delay on Critical Path: 0.51 ns
- Buffers and inverters on the worst path: 1
- Vias per inst: 2.695
- Routed vias: 221
- CTS tree: yes
- First-pass GRT wire length: 1173 um
- #FFs+latches synth: 8
- Max Root-Sink Buffers: 2
- Synth Seq Share: 0.6324
- Cells in synth_stat.txt: 24
- Iter 0 DRT Violations: 12
- Tmin final: 1.627 ns
- Final design utilization: 0.1425
- Rel. slew slack: 0.7501
- Biggest register: count
- Core ar.: 0.003416 mm^2
- Layout cells sized above 1: 0.1389
- CTS resizes: 0
- Worst-margin pin slew: 0.3736 ns
- Worst Setup Start Kind: flip-flop
- Final slew viol count: 0
- Hpwl dp: 590.9 um
- Setup WS post-layout: 0.4730 ns
- Initial antenna violation count: 0
- Avg WL per Cell: 8.890 um
- Largest net degree at the start of global routing: 9
- Clock slew at the register clock pins of the worst setup and hold paths: 0.05 ns
- Hold Crit Class: in -> async
- Post-Syn Area: 316.6 um^2
- ANT cells: 0
- Delay-heaviest family, CP: buffers and inverters
- FP Rows: 21
- Fin crit share: 0.7747
- Worst hold slack: 0.4525 ns
- Worst path slowest cell: clkdlybuf4s50_1
- Top flop regs: count: 8 flops
- Worst clock skew: 0.0006111 ns
- Post-CTS Setup Bufs: 0
- Final setup vio count: 0
- Die Y: 80 um
- TNS Setup: 0 ns
- Fmax achieved: 614.6 MHz
- First-pass DRT Iterations: 2
- Syn_area_per_cell: 13.19 um^2
- YS warnings: 1
- Syn Inst Count: 24
- CP cell instances: clkdlybuf4s50_1
- # clock sinks: 8
- Pwr/cell area: 561.1 mW/mm^2
- Crit path max fanout: 5
- Crit path DAT: 1.21 ns
- GP Congestion: 0.6806
- Critical path required time: 1.68 ns
- Lkg Pwr: 0.1968 nW
- FP Core Util: 0.09267
- Vias in the first global route: 239
- Clk root buf: clkbuf_4
- Area growth, synth to finish: 53.75%
- Final WL: 729 um
- Die W: 80 um
- Largest register FFs: 8
- OpenROAD warning count: 25
- Library cells used by synthesis: 11
power by group:
part           switching, mW  internal, mW  total [mW]  leakage (nW)
Sequential                 0         0.154       0.154         0.102
Combinational        0.00296       0.00164     0.00460        0.0809
Clock                 0.0489        0.0652       0.114        0.0138
Total                 0.0519         0.221       0.273         0.197
worst paths after layout:
| path | start | endpoint | slack (ns) | cells after the start |
|---|---|---|---|---|
| min reg2reg | count[7]$_DFF_PN0_ | count[7]$_DFF_PN0_ | 0.47 | 1 |
| min | rst | count[5]$_DFF_PN0_ | 0.45 | 1 |
| min in group clk0 | count[7]$_DFF_PN0_ | count[7]$_DFF_PN0_ | 0.47 | 1 |
| max reg2reg | count[2]$_DFF_PN0_ | count[7]$_DFF_PN0_ | 1.09 | 3 |
| max in group asynchronous | rst | count[0]$_DFF_PN0_ | 1.38 | 1 |
| max | count[3]$_DFF_PN0_ | count[3] | 0.47 | 1 |
logic make-up (layout without fill, tap and decap cells):
logic type,Yosys count,in the layout,synth area share
buffers and inverters,1,13,0.01185
flip-flops,8,8,0.6324
AND/OR/NAND/NOR,8,8,0.1502
XOR/XNOR,6,6,0.1660
adder cells (fa/ha/maj),1,1,0.03952
routing by layer:
metal / GRT usage / vias up / part of all wire
met5: 0 / - / 0
met4: 0.001761 / 0 / 0
met3: 0.02500 / 0 / 0.13
met2: 0.02408 / 11 / 0.28
met1: 0.03581 / 105 / 0.59
li1: - / 105 / -
area by class of cell:
cell class	instances	area, um^2
Fill cell	396	2929
Sequential cell	8	200.2
Multi-Input combinational cell	15	112.6
Timing Repair Buffer	9	90.09
Tap cell	46	57.56
Clock buffer	3	22.52
Inverter	1	3.754
through the flow:
stage               cell area, um^2  cells  power, mW
global placement              464.2     79     0.1616
detailed placement            464.2     79     0.1618
finish                        486.7     82     0.2731
CTS                           486.7     82     0.2809
global route                  486.7     82     0.2937
floorplan                     316.6     24     0.1570
cell usage in the layout, fill, tap and decap left out:
| cell type | Yosys | final |
|---|---|---|
| inv_1 | 1 | 1 |
| xnor2_1 | 3 | 3 |
| nand2_1 | 2 | 2 |
| dfrtp_1 | 8 | 8 |
| clkdlybuf4s50_1 | 0 | 9 |
| xor2_1 | 3 | 3 |
| ha_1 | 1 | 1 |
| clkbuf_4 | 0 | 3 |
| nor2_1 | 1 | 1 |
| nand3_1 | 2 | 2 |
| and3_1 | 1 | 1 |
| nand3_2 | 1 | 1 |
| nor3_2 | 1 | 1 |
synthesized netlist by cell type:
library cell	count	share of area
ha_1	1	0.040
nand2_1	2	0.024
xor2_1	3	0.083
nor3_2	1	0.032
inv_1	1	0.012
nand3_2	1	0.032
nand3_1	2	0.032
dfrtp_1	8	0.63
nor2_1	1	0.012
xnor2_1	3	0.083
and3_1	1	0.020
No activity file was given, so power comes from the tool's default toggle rates.
